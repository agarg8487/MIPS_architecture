==> /design/flow/config.mk <==
export PLATFORM = sky130hd
export DESIGN_NAME = seg_led_driver
export DESIGN_NICKNAME = seg_led_driver
export VERILOG_FILES = /design/flow/design.v
export SDC_FILE = /design/flow/constraint.sdc
export NUM_CORES = 4
export LEC_CHECK = 1
export CORE_UTILIZATION = 30
==> /design/flow/constraint.sdc <==
current_design seg_led_driver

set clk_period 4.3
set clk_io_pct 0.2

create_clock -name clk0 -period $clk_period [get_ports {clk}]

set non_clock_inputs [all_inputs -no_clocks]
set_input_delay [expr $clk_period * $clk_io_pct] -clock clk0 $non_clock_inputs
set_output_delay [expr $clk_period * $clk_io_pct] -clock clk0 [all_outputs]
==> /design/flow/design.v <==
module seg_led_driver(
    input [3:0] data_0,
    input [3:0] data_1,
    input [3:0] data_2,
    input [3:0] data_3,
    input clk,
    input reset,
    output reg [3:0] anode,
    output reg [6:0] cathode
    );
    reg [31 : 0] internal_reg;
    reg condition;
    reg [2:0] disp;
    reg [6 : 0] led_data_0, led_data_1, led_data_2, led_data_3;
    always @(posedge clk) begin
        if(reset) internal_reg <= 0;
        else if (internal_reg < 150000) internal_reg <= internal_reg + 1;
        else internal_reg <= 0;
    end
    always @(posedge clk) begin
        if (internal_reg < 75000) condition <= 1'b1;
        else condition <= 1'b0;
    end
    always @(posedge condition) begin
        if(reset) disp <= 0;
        else if (disp == 3'b101) disp <= 3'b001;
        else disp <= disp + 1;
    end
    always @(posedge condition) begin
        case (disp)
            3'b000 : begin anode <= 4'b0000; cathode <= 8'b00000000; end
            3'b001 : begin anode <= 4'b1110; cathode <= led_data_0; end
            3'b010 : begin anode <= 4'b1101; cathode <= led_data_1; end
            3'b011 : begin anode <= 4'b1011; cathode <= led_data_2; end
            3'b100 : begin anode <= 4'b0111; cathode <= led_data_3; end
        endcase
    end
    always @(*) begin
        case (data_0)
            4'b0000: led_data_0 = 7'b0000001;  
            4'b0001: led_data_0 = 7'b1001111;  
            4'b0010: led_data_0 = 7'b0010010;  
            4'b0011: led_data_0 = 7'b0000110;  
            4'b0100: led_data_0 = 7'b1001100;  
            4'b0101: led_data_0 = 7'b0100100;  
            4'b0110: led_data_0 = 7'b0100000;  
            4'b0111: led_data_0 = 7'b0001111;  
            4'b1000: led_data_0 = 7'b0000000;  
            4'b1001: led_data_0 = 7'b0000100;  
            4'b1001: led_data_0 = 7'b0000010;  
            4'b1001: led_data_0 = 7'b1100000;  
            4'b1001: led_data_0 = 7'b0110000;  
            4'b1001: led_data_0 = 7'b1000010;  
            4'b1001: led_data_0 = 7'b0010000;  
            4'b1001: led_data_0 = 7'b0111000;  
            default: led_data_0 = 7'b0000001;  
        endcase
    end
     always @(*) begin
        case (data_1)
            4'b0000: led_data_1 = 7'b0000001;  
            4'b0001: led_data_1 = 7'b1001111;  
            4'b0010: led_data_1 = 7'b0010010;  
            4'b0011: led_data_1 = 7'b0000110;  
            4'b0100: led_data_1 = 7'b1001100;  
            4'b0101: led_data_1 = 7'b0100100;  
            4'b0110: led_data_1 = 7'b0100000;  
            4'b0111: led_data_1 = 7'b0001111;  
            4'b1000: led_data_1 = 7'b0000000;  
            4'b1001: led_data_1 = 7'b0000100;  
            4'b1001: led_data_1 = 7'b0000010;  
            4'b1001: led_data_1 = 7'b1100000;  
            4'b1001: led_data_1 = 7'b0110000;  
            4'b1001: led_data_1 = 7'b1000010;  
            4'b1001: led_data_1 = 7'b0010000;  
            4'b1001: led_data_1 = 7'b0111000;  
            default: led_data_1 = 7'b0000001;  
        endcase
    end
     always @(*) begin
        case (data_2)
            4'b0000: led_data_2 = 7'b0000001;  
            4'b0001: led_data_2 = 7'b1001111;  
            4'b0010: led_data_2 = 7'b0010010;  
            4'b0011: led_data_2 = 7'b0000110;  
            4'b0100: led_data_2 = 7'b1001100;  
            4'b0101: led_data_2 = 7'b0100100;  
            4'b0110: led_data_2 = 7'b0100000;  
            4'b0111: led_data_2 = 7'b0001111;  
            4'b1000: led_data_2 = 7'b0000000;  
            4'b1001: led_data_2 = 7'b0000100;  
            4'b1001: led_data_2 = 7'b0000010;  
            4'b1001: led_data_2 = 7'b1100000;  
            4'b1001: led_data_2 = 7'b0110000;  
            4'b1001: led_data_2 = 7'b1000010;  
            4'b1001: led_data_2 = 7'b0010000;  
            4'b1001: led_data_2 = 7'b0111000;  
            default: led_data_2 = 7'b0000001;  
        endcase
    end
     always @(*) begin
        case (data_3)
            4'b0000: led_data_3 = 7'b0000001;  
            4'b0001: led_data_3 = 7'b1001111;  
            4'b0010: led_data_3 = 7'b0010010;  
            4'b0011: led_data_3 = 7'b0000110;  
            4'b0100: led_data_3 = 7'b1001100;  
            4'b0101: led_data_3 = 7'b0100100;  
            4'b0110: led_data_3 = 7'b0100000;  
            4'b0111: led_data_3 = 7'b0001111;  
            4'b1000: led_data_3 = 7'b0000000;  
            4'b1001: led_data_3 = 7'b0000100;  
            4'b1001: led_data_3 = 7'b0000010;  
            4'b1001: led_data_3 = 7'b1100000;  
            4'b1001: led_data_3 = 7'b0110000;  
            4'b1001: led_data_3 = 7'b1000010;  
            4'b1001: led_data_3 = 7'b0010000;  
            4'b1001: led_data_3 = 7'b0111000;  
            default: led_data_3 = 7'b0000001;  
        endcase
    end
endmodule
==> /design/flow/run.sh <==
#!/bin/bash
# OpenROAD 26Q1-2900-gdf79404cd8, Yosys 0.63+post, stock flow scripts
make -C /OpenROAD-flow-scripts/flow DESIGN_CONFIG=/design/flow/config.mk WORK_HOME=/design/flow/orfs finish
==> run summary <==
Mux frac, synth: 2.363%
Synth Instances: 269
HPWL Detailed: 3461 microns
# hold bufs at CTS: 0
Distinct cells, synth: 44
Antenna fix cells: 0
DR vias/cell: 4.563
GPL Wtd Cong: 0.8700
Final Hold Vio Count: 0
Post-Synth XOR/XNOR Area: 5.624%
WS Path Type: in2reg
Tot GR Track Use: 10.91%
Max rail drop VDD: 0.09073 mV
RSZ-0062 raised after global routing: no
Die area: 9204 sq um
Post-CTS Repair Setup Buffers: 0
Min Hold Slack: 453.7 ps
Tmin final: 1977 ps
Synth warnings: 1
CP Max Fanout: 18
# fillers: 825
Max Slew Vio Count: 0
Largest net degree at the start of global routing: 19
Synth Seq Share: 39.70%
Share of flip-flops with an asynchronous set or reset: 0%
Most numerous logic cell after layout: dfxtp_1
FP Util: 31.59%
DRT Pass-1 Iters: 4
End of the worst register-to-register path: internal_reg[11]
Width of the die: 95.94 microns
Max-Cap Viols: 0
FF-to-FF Start: internal_reg[5]
Main logic family: simple AND/OR/NAND/NOR gates
Worst reg-to-reg setup slack: 2700 ps
Clk_skew: 3.237 ps
Vias in the first global route: 1715
FP Rows: 33
Aoi share: 10.82%
Number of enable flip-flop cells: 11
Endpoints left unconstrained: 36
Tcrit/Tclk final: 45.97%
Register pins left without a clock: 14
Tool warnings: 48
Synth flops: 47
Synthesis area per yosys: 2648 sq um
Detailed Route Iter0 Violations: 76
Worst-case clock buffer depth: 2
Ys flop type: dfxtp_1
CTS tree: done
Top cells excl fill/tap: 36 x dfxtp_1, 30 x ha_1, 28 x clkdlybuf4s50_1, 21 x nand2_1, 17 x nor2_1
R2R cell count: 5
CTS H-tree depth: 2
Outcome: completed
Post-cts sizing count: 0
CP Launch Point: reset
Share of layout cells above drive strength 1: 9.003%
Place WS: 2050 ps
TNS Setup: 0 ps
Clock-pin slew on the worst setup and hold paths: 70 ps
Cts bufs inserted: 5
Core area: 8382 sq um
Hold Crit Class: reg2reg
PD cells: 192.2 nW/um^2
Setup slack after layout: 2323 ps
Post-Syn Area per Cell: 9.842 sq um
Number of buffers added on ports: 28
Initial antenna violation count: 0
Adders+Majority by Area: 14.18%
Critical path startpoint category: input pin
Root buffer cell: clkbuf_8
Hold Path Depth: 1
Latest clock arrival within the worst-skew pair: 280 ps
PnR Total Power: 0.6035 mW
Post-Synth Simple-Gate Area: 22.59%
WL final: 4488 microns
Final antenna-violating net count: 0
Yosys stat cell total: 269
CP arrival: 2190 ps
Grt ovf: 0
Max FFs per register: 32
Crit end category: flip-flop
Die Span Y: 95.94 microns
CP required: 4510 ps
LEAKAGE: 1.210 nW
IO Pins: 29
Layout area overhead: 18.62%
Maximum clock frequency: 0.5059 GHz
Avg WL per Cell: 10.79 microns
Drt drc: 0
Worst Setup EP: internal_reg[17]
Setup Viol. Count Final: 0
Vias: 1898
First-pass GRT wire length: 7879 microns
Netlist Area Pre-Place: 2648 sq um
## how the worst min path moves through the flow
stage	start	end	slack (ps)
final	internal_reg[0]	internal_reg[0]	450
after global routing	internal_reg[0]	internal_reg[0]	510
after CTS	internal_reg[0]	internal_reg[0]	460
## logic make-up (layout without fill, tap and decap cells)
family / after synthesis / in the layout
compound gates: 43 / 43
simple gates: 101 / 101
xor+xnor: 17 / 17
fa+ha+maj: 30 / 30
buf+inv: 24 / 53
other cells: 1 / 14
mux: 6 / 6
flops: 47 / 47
## worst max-delay path: stages
cell	delay [ps]
clkdlybuf4s50_1	460
a21o_1	170
a311o_1	310
buf_4	250
a21oi_1	150
## area by class of cell
cell class,count,area [sq um],area share [%]
inverters,16,60.06,1.912
repair buffers,29,287.8,9.163
multi-input cells,211,1524,48.53
clock inverters,3,17.52,0.5578
well taps,105,131.4,4.183
flip-flops and latches,47,1051,33.47
clock buffers,5,68.82,2.191
## layer usage
| layer | vias to the layer above | part of all wire [%] | track usage [%] |
|---|---|---|---|
| li1 | 1009 | - | - |
| met1 | 845 | 50 | 16.26 |
| met2 | 40 | 43 | 17.38 |
| met3 | 4 | 5.4 | 2.088 |
| met4 | 0 | 0.76 | 0.9950 |
| met5 | - | 0 | 0 |
## Yosys cell counts, drive strengths merged (3+ instances only)
library cell,instances,share of area [%]
a21oi,9,1.7
a22oi,5,1.4
buf,3,1.6
clkbuf,5,0.71
dfxtp,36,27
edfxtp,11,12
ha,30,14
inv,16,2.3
mux2i,4,1.5
nand2,21,3.0
nand2b,9,2.1
nand3,11,2.1
nand3b,3,0.85
nand4,9,2.7
nor2,27,6.3
nor2b,4,0.95
nor3,6,1.3
nor4,6,1.9
o21ai,11,2.1
o221ai,3,0.99
xnor2,10,3.3
xor2,7,2.3
## where the power goes
part	switching, mW	internal [mW]
sequential	0.00172	0.313
combinational	0.0348	0.0327
clock	0.109	0.111
total	0.146	0.458
## per-stage QoR
stage / utilization [%] / area (sq um) / instances
4_1_cts: 37.47 / 3141 / 416
3_5_place_dp: 36.44 / 3054 / 408
3_3_place_gp: 36.44 / 3054 / 408
6_report: 37.47 / 3141 / 416
5_1_grt: 37.47 / 3141 / 416
2_1_floorplan: - / 2696 / 282
No activity file was given, so power comes from the tool's default toggle rates.
