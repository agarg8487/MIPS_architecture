==> ./design.v <==
module mod_pc_mux (
                    input wire branch,
                    input wire jump,
                    input wire alu_zero,
                    input [31 : 0] pc_plus_4,
                    input [31 : 0] jump_address,
                    input [31 : 0] branch_address,
                    output reg [31 : 0] next_pc
                  );
    wire wr_and_brch_aluz;
    wire [1 : 0] wr_condition; 
    assign wr_and_brch_aluz = (alu_zero & branch);
    assign wr_condition = {wr_and_brch_aluz, jump};
    always @(*) begin
        case (wr_condition) 
            2'b01, 2'b11 : next_pc =  jump_address;
            2'b10 : next_pc = branch_address;
            default : next_pc = pc_plus_4;
        endcase
    end
endmodule
==> ./config.mk <==
export PLATFORM = sky130hd
export DESIGN_NAME = mod_pc_mux
export DESIGN_NICKNAME = mod_pc_mux
export VERILOG_FILES = /design/flow/design.v
export SDC_FILE = /design/flow/constraint.sdc
export NUM_CORES = 4
export LEC_CHECK = 1
export CORE_AREA = 10 10 74 74
export DIE_AREA = 0 0 84 84
==> ./run.sh <==
#!/bin/bash
# OpenROAD 26Q1-2900-gdf79404cd8, Yosys 0.63+post, stock flow scripts
make -C /OpenROAD-flow-scripts/flow DESIGN_CONFIG=/design/flow/config.mk WORK_HOME=/design/flow/orfs finish
==> ./constraint.sdc <==
current_design mod_pc_mux

set clk_period 3.7
set clk_io_pct 0.2

create_clock -name clk0 -period $clk_period

set non_clock_inputs [all_inputs -no_clocks]
set_input_delay [expr $clk_period * $clk_io_pct] -clock clk0 $non_clock_inputs
set_output_delay [expr $clk_period * $clk_io_pct] -clock clk0 [all_outputs]
==> results.cfg <==
; flow metrics
[status]
outcome = complete, no violations

[final_timing]
rsz0062_at_grt = false
layout_setup_ws_ps = 597
setup_tns_ps = 0
maxSlewViolCount = 0
setup_viol = 0
min_period_ps = 3100
clock.fmax_ghz = 0.322
worst_pin_slew_ps = 551
period_used_share = 0.839
slew_headroom = 0.632
hold_viol = 0

[placement]
pre_cts_ws_ps = 584
hpwlAfterDp_mm = 4.37
dp.cells = 317
gp_congestion = 0.758
port_buffers = 131

[cells_and_area]
num-clock-buffers = 0
layout-drive-gt1-share = 0.146
seq_area_um2 = 0
final_cells = 317
fill_cells = 358
ff_count = 0
area_growth_pct = 112

[power]
leakage_nw = 0.936
ir_drop_v = 0.0000739
power_density_nw_per_um2 = 111

[clock_network]
post_cts_buffers = 0
hold_buffers = 0
cts-resized-gates = 0

[route]
highest_layer = met3
met3_length_um = 629
wl_met1_mm = 2.20
postRouteAntennaNets = 0
drt_wl_total_mm = 5.39
drt_iter0_drc = 77
dr.pass1.iters = 4
drc = 0
wl_per_cell_um = 17.0
antenna_cells = 0
vias_per_cell = 4.89
vias = 1550
wl_met2_mm = 2.56

[worst_setup_path]
cp.buffers_inverters = 2
cp-start-kind = primary input
arrival_ps = 2360
worstPathMaxFanout = 32
cpLargestDelayFamily = buffers and inverters
worstSetupPathType = in2out
cpMaxStageDelayCell = and2_4
crit_start = alu_zero
cp_common_cell = clkdlybuf4s50_1
max_stage_delay_ps = 520
endpoint_kind = output port
required_ps = 2960
worstPathCellList = clkdlybuf4s50_1 -> and2_4 -> o311ai_2 -> clkdlybuf4s50_1

[floorplan]
num_rows = 23
die_y_um = 84
fp_util = 0.292
coreArea_um2 = 3970
io_pins = 131
dieArea_um2 = 7060
die_x_um = 84

[synth]
ys_sh_aoi = 0.436
synth.mux.area_fraction = 0
synth.avg_cell_area_um2 = 7.73
synthCells = 150
topCombFamilyByArea = AND-OR/OR-AND gates
yosys_warnings = 1
top_cell_area_share = 0.421
adder_share = 0
xor_share = 0
synth_seq_share = 0
topCellsByArea = o311ai_2 42%, nand4b_1 24%, inv_1 10%
ys_cells = 150
ys_types = 11
ys_area_um2 = 1160
ys_sh_simple = 0.353
synthesis.area_um2 = 1160
synth.largest_area_cell = o311ai_2

[run]
drv_cap = 0
warning_count = 33

[grt]
grt_start_max_net_pins = 52
grt-ovfl-total = 0
grt_pass1_vias = 1632
antenna_found_initial = 0
grt_usage = 0.141
grt_pass1_wl_mm = 8.45

[worst_hold_path]
hold_path.class = in2out
min-delay-start = jump
cells in the final DEF (no fill, tap or decap), drive strengths merged:
cell,n
nand2,32
clkdlybuf4s50,130
nand4b,32
buf,8
o311ai,32
and2,1
inv,32
cells by family after synthesis:
logic type,count (synthesis)
AND-OR/OR-AND,32
buffers and inverters,53
AND/OR/NAND/NOR,65
layout make-up:
class	instances	area, um^2	area share
multi-input cells	97	915	0.372
repair buffers	138	1360	0.554
well taps	50	62.6	0.0254
inverters	32	120	0.0489
report_power, final:
group	internal, mW	switching, mW	leakage, nW
Sequential	0	0	0
Combinational	0.190	0.0834	0.936
Clock	0	0	0
worst min-delay path, delay by kind of cell:
kind / cells / cell delay [ps]
AND-OR/OR-AND: 1 / 90
buffers and inverters: 2 / 680
AND/OR/NAND/NOR: 1 / 110
cells in the mapped netlist, drive strengths merged:
library cell	instances
and2	1
buf	15
clkbuf	6
inv	32
nand2	32
nand4b	32
o311ai	32
metrics by stage:
stage,total power [mW],util,cell area [um^2],hold slack [ps]
floorplan,0.0982,-,1160,1560
global placement,0.275,0.619,2460,2380
detailed placement,0.275,0.619,2460,2380
CTS,0.277,0.619,2460,2380
global route,0.297,0.619,2460,2430
finish,0.273,0.619,2460,2370
final timing paths:
path | end | slack, ps | cells after the start
min | next_pc[27] | 2370 | 4
max | next_pc[4] | 600 | 4
per-layer routing:
layer  up-vias  global-route usage
met2        77               0.240
met4         0                   0
li1        791                   -
met5         -                   0
met1       682               0.165
met3         0              0.0689
No activity file was given, so power comes from the tool's default toggle rates.
