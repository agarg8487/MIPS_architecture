`design/flow/run.sh`:
```
#!/bin/bash
# OpenROAD 26Q1-2900-gdf79404cd8, Yosys 0.63+post, stock flow scripts
make -C /OpenROAD-flow-scripts/flow DESIGN_CONFIG=/design/flow/config.mk WORK_HOME=/design/flow/orfs finish
```
`design/flow/config.mk`:
```
export PLATFORM = sky130hd
export DESIGN_NAME = mod_write_data_mux
export DESIGN_NICKNAME = mod_write_data_mux
export VERILOG_FILES = /design/flow/design.v
export SDC_FILE = /design/flow/constraint.sdc
export NUM_CORES = 4
export LEC_CHECK = 1
export CORE_AREA = 10 10 71 71
export DIE_AREA = 0 0 81 81
```
`design/flow/constraint.sdc`:
```
current_design mod_write_data_mux

set clk_period 1.0
set clk_io_pct 0.2

create_clock -name clk0 -period $clk_period

set non_clock_inputs [all_inputs -no_clocks]
set_input_delay [expr $clk_period * $clk_io_pct] -clock clk0 $non_clock_inputs
set_output_delay [expr $clk_period * $clk_io_pct] -clock clk0 [all_outputs]
```
`design/flow/design.v`:
```
module mod_write_data_mux ( 
                            input [31 : 0] ext_mem_data,
                            input [31 : 0] alu_data,
                            input mem_to_reg,
                            output wire [31 : 0] write_data
                          );
    assign write_data = (mem_to_reg) ? ext_mem_data : alu_data;
endmodule
```
==> qor.csv <==
stage;metric;value;unit
sta;worst_slew_pin_slew;110.5;ps
logic_synthesis;synth.distinct_cells;4;
place;dp_hpwl;2.534;mm
detailed_routing;wl_per_cell;16.02;µm
place;dpl.cell_count;180;
logic_synthesis;yosys_cells;36;
logic_synthesis;netlist_instances;36;
sta;min_period;1091;ps
sta;finalCritPeriodShare;1.091;
layout;drive_above_1_share;0.5294;
place;gp_congestion;0.8093;
power_and_ir_drop;p_per_area;396.8;mW/mm²
worst_hold_path;min_path_type;in -> out;
logic_synthesis;synth.top_cell.area_share;0.8276;
detailed_routing;vias_per_cell;3.837;
setup_path;crit_chain;buf_16, buf_16, mux2_4, buf_6;
setup_path;slowest_delay;300;ps
layout;seq_cells;0;
global_route;grt_pass1_vias;787;
job;warning_count;34;
layout;layout.cells.most_common;dlygate4sd2_1;
global_route;grt_pass1_wl;4.181;mm
setup_path;required;800;ps
detailed_routing;totalWireLength;2.948;mm
layout;logic_area;480.5;µm²
logic_synthesis;syn_area;544.3;µm²
die;chipArea;0.006561;mm²
sta;maxSlewHeadroom;0.9263;
global_route;antenna_found_initial;0;
status;status;complete, but fails checks;
die;coreArea;0.003633;mm²
detailed_routing;firstDrtPassIters;2;
detailed_routing;antenna_left;0;
status;violations;setup timing;
detailed_routing;drtIter0Drc;7;
setup_path;path_common_cell;buf_16;
layout;final_cell_mix;62 x dlygate4sd2_1, 32 x mux2_4, 23 x buf_6, 9 x buf_2, 5 x buf_16;
die;ioPinCount;97;
place;port_buffers;97;
sta;fmax;916.8;MHz
layout;fillers;369;
job;drv_cap;0;
layout;area_growth;192.6;%
die;fp-utilization;0.1498;
logic_synthesis;ys_warn_count;0;
setup_path;critical_path.slowest_cell;mux2_4;
setup_path;critPathLaunch;mem_to_reg;
logic_synthesis;topCellsByArea;mux2_4 83%, buf_12 11%, mux2_2 4.1%, buf_6 2.1%;
layout;layout.cells.non_filler;184;
setup_path;path_class;in -> out;
worst_hold_path;min_from;ext_mem_data[29];
setup_path;cp_max_fo;8;
global_route;gr-total-overflow;0;
logic_synthesis;postSynthSeqShare;0;
detailed_routing;dr_total_vias;706;
sta;fin_ws;-90.77;ps
setup_path;cp.arrival;890;ps
detailed_routing;route.detailed.drc;0;
sta;setup_viol;31;
place;place_area;0.001546;mm²
die;dieHeight;81;µm
power_and_ir_drop;vdd_drop_max;0.0001696;V
layout;stdcell_area;0.001593;mm²
layout;clockBufferCount;0;
layout;register_area;0;µm²
logic_synthesis;synth_chip_area;544.3;µm²
sta;hold_viol;0;
logic_synthesis;avgSynthCellArea;15.12;µm²
logic_synthesis;top_area_cell;mux2_4;
global_route;grt_usage;0.08085;
detailed_routing;antennaDiodeCount;0;
die;core.rowCount;22;
power_and_ir_drop;p_leak;0.8596;nW
sta;grt_setup_unrepaired;true;
power_and_ir_drop;total_power;632.0;µW
die;die_w;81;µm
setup_path;cp-start-kind;primary input;
global_route;grt_max_degree;9;
setup_path;endpoint_kind;output pin;
sta;final-max-slew-violation-count;0;
==> worst paths after layout <==
| check | end | slack (ps) | depth (start not counted) |
|---|---|---|---|
| hold / removal | write_data[29] | 770 | 3 |
| setup / recovery | write_data[25] | -90 | 4 |
==> layout make-up <==
class                      count  share of cell area
timing repair buffer         104              0.6606
tap                           48             0.03771
multi-input combinational     32              0.3016
==> synth_stat cells, drive strengths merged <==
cell type	n
buf	4
mux2	32
==> through the flow <==
step | utilization | hold WS, ps | worst slack (ps) | setup TNS (ps)
6_report | 0.4384 | 769.9 | -90.77 | -2608
5_1_grt | 0.4384 | 792.2 | -112.8 | -3156
4_1_cts | 0.4208 | 775.5 | -96.25 | -2744
3_5_place_dp | 0.4256 | 1201 | -519.4 | -15940
3_3_place_gp | 0.4256 | 1188 | -520.8 | -15910
2_1_floorplan | - | 497.7 | 66.90 | 0
==> worst max-delay path: cells and delay by family <==
| family | cells | cell delay, ps |
|---|---|---|
| mux | 1 | 300 |
| buf+inv | 3 | 390 |
==> per-layer routing <==
layer,vias to the layer above,track usage,part of all wire
li1,341,-,-
met1,315,0.09483,0.38
met2,50,0.1441,0.51
met3,0,0.03229,0.12
met4,0,0,0
met5,-,0,0
==> kinds of logic (layout without fill, tap and decap cells) <==
| logic type | count (synthesis) | after routing | synth area share |
|---|---|---|---|
| muxes | 32 | 32 | 0.8690 |
| buffers and inverters | 4 | 104 | 0.1310 |
==> repair_timing <==
action / CTS / global route
gates resized: 185 / 11
cloned: 4 / 0
setup endpoints to repair: 32 / 32
hold buffers: 0 / 0
buffers inserted: 0 / 0
==> power breakdown <==
group          switching (mW)  total (mW)  internal, mW
clock network               0           0             0
logic                   0.142       0.632         0.490
registers                   0           0             0
No activity file was given, so power comes from the tool's default toggle rates.
