File: ./config.mk
export PLATFORM = sky130hd
export DESIGN_NAME = alu_unit
export DESIGN_NICKNAME = alu_unit
export VERILOG_FILES = /design/flow/design.v
export SDC_FILE = /design/flow/constraint.sdc
export NUM_CORES = 4
export LEC_CHECK = 1
export CORE_UTILIZATION = 40
File: ./constraint.sdc
current_design alu_unit

set clk_period 13.5
set clk_io_pct 0.2

create_clock -name clk0 -period $clk_period

set non_clock_inputs [all_inputs -no_clocks]
set_input_delay [expr $clk_period * $clk_io_pct] -clock clk0 $non_clock_inputs
set_output_delay [expr $clk_period * $clk_io_pct] -clock clk0 [all_outputs]
File: ./design.v
module alu_unit(output [31:0] alu_out, 
                output carry_out,  
                output zero_flag,
                input [2 : 0]alu_op,  
                input [31:0] A,B  
);
reg [31:0] alu_result;
wire [32:0] temp;
wire [31:0] temp_b;
assign temp_b= (alu_op[2])?(B^32'hffffffff):(B);
assign temp = A + temp_b + alu_op[2];
assign carry_out = temp[32];  
always@(*)
 begin
    case(alu_op[1:0])
     2'b10: alu_result=temp[31:0];
     2'b00: alu_result = A&B ;
     2'b01: alu_result = A|B;
     2'b11: alu_result= 32'hffffffff;  
     default: alu_result = 32'hffffffff;
    endcase
 end
assign zero_flag = (alu_result == 0) ? 1'b1 : 1'b0;
assign alu_out=alu_result;  
endmodule
File: ./run.sh
#!/bin/bash
# OpenROAD 26Q1-2900-gdf79404cd8, Yosys 0.63+post, stock flow scripts
make -C /OpenROAD-flow-scripts/flow DESIGN_CONFIG=/design/flow/config.mk WORK_HOME=/design/flow/orfs finish
==> run summary <==
The synthesis and PnR run went through. The run finished with clean final reports. Max-capacitance violation count landed at 0. After floorplanning, the die was sized to cover 8730 sq um. According to the I/O placement log, the pin count is a little over 100. The data required time reported for the critical path is 10.80 ns.

Among all cell types in the netlist, the one instantiated most often is sky130_fd_sc_hd__nor2_1. In the finished design the tool counted flip-flops and latches totalling 0. Per the log, the first TritonRoute iteration ended with a DRC count of 270. Area figure in the yosys stat output landed at ~3300 sq um. Number of post-CTS setup repair buffers landed at 0.

The critical path is of the input pin to primary output type. Placed cell area landed at 4400 sq um. The sequential cells in the finished layout cover a total of 0 sq um. Per-cell routed wire length landed at 17.4 um. The timing report shows that the slowest cell on the worst path is sky130_fd_sc_hd__o311ai_1. Tightest hold margin landed at 6.52 ns. Number of antenna-violating nets in the routed design landed at 0. Pre-placement core utilization landed at 42.4%. Setup repair after global routing left no endpoint under its margin. The horizontal die dimension reported for this design is 93.4 um. Maximum single-stage delay on the critical path landed at 0.56 ns. STA puts the critical path data arrival time at a little under 7 ns. Largest voltage drop on the vdd net landed at 0.0000272 V. DRC violations left landed at 0. The final max-slew violation count recorded for this run is 0. The initial antenna violation count is 0.

The final hold violation count recorded for this run is 0. Summing over the stages, the warning tally comes to 36. The worst setup path is captured at a primary output. In the final layout, the share of cells above drive strength 1 is 4.26%. Minimum period implied by the final worst setup slack landed at around 9.6 ns. sky130_fd_sc_hd__ha_1 takes more of the synthesized area than any other cell. RePlAce ended its routability-driven mode at a weighted congestion of 0.990. Via count of the routed design landed at slightly above 4,000. The final timing summary puts the cycle share of the worst path at 71.0%.

The number of antenna diodes in the final layout is 0. The tightest min-delay check is of the input pin to primary output type. Final standard cell area without fillers landed at around 4400 sq um. The detailed router reported a total wirelength of 11,600 um.

The area growth from synthesis to layout is 31.5%. Per the post-run analysis, buffers plus inverters along the critical path come to 2. Post-route setup TNS landed at 0 ns. The worst setup path is launched from an input pin. Final tally of setup violations landed at 0. Number of vias per cell after detailed routing landed at 6.06. Post-synthesis cell count landed at 485. Detailed placement HPWL landed at 9230 um. Aggregate global-route resource usage landed at 26.7%. The first detailed-routing pass ran for 5 iterations.

The signal on the critical path passes through clkdlybuf4s50_1 -> mux2i_1 -> fa_1 -> nor2b_4 -> o311ai_1 -> a21o_1 -> mux2i_1 -> o31ai_1 -> nor4_1 -> nand4_1 -> or4b_1 -> nor3_2 -> clkdlybuf4s50_1. Count of unique library cells instantiated by Yosys landed at 72. Summed over its instances, the top area cell type makes up 12.7% of the synthesized netlist area. Number of buffers added to fix hold violations after cts landed at 0. For this design the static power due to leakage is 1.69 nW.

Cell count listed in synth_stat.txt landed at around 490. The report shows a maximum critical-path fanout of 4. The kind of cell with the highest combined delay along the critical path is simple AND/OR/NAND/NOR gates. Sequential-to-total area share from yosys stat landed at 0%. Achievable frequency landed at 0.104 GHz. Die height landed at ~93 um. Per the placement log, port buffering inserted 101 buffers. The flow reported a cell area power density of 53.7 nW/um^2.

Global routing finished with a remaining overflow of 0. Total of clock buffers placed in the layout landed at 0. After filler insertion, the fill cell instance count of the layout stands at between 700 and 800. In the post-synthesis netlist, the biggest area contributors are sky130_fd_sc_hd__ha_1 13%, sky130_fd_sc_hd__xor2_1 9.2%, sky130_fd_sc_hd__maj3_1 8.7%. Mean instance size in the synthesized netlist landed at a little under 7 sq um. Global-route wire length before repair landed at 18,500 um. Per the OpenROAD floorplan log, the area of the core is between 7000 and 8000 sq um.

Summed instance area of the synthesized netlist landed at 3340 sq um. Measured slew at the worst slew-check pin landed at 0.652 ns. The number of gates resized after CTS was 0. Largest net degree at the start of global routing landed at 41. Number of warning messages in the yosys log landed at 1. The slew check shows that the tightest pin keeps a relative margin of 55.8%.

The synthesis run shows the most used standard cells to be 49 x sky130_fd_sc_hd__nor2_1, 40 x sky130_fd_sc_hd__a21oi_1, 36 x sky130_fd_sc_hd__nand2_1. The via count of the first global-routing pass was between 3,000 and 4,000. In this run the core area contains 32 standard-cell rows.
-- tightest hold or removal path: stages --
cell	delay, ns
sky130_fd_sc_hd__clkdlybuf4s50_1	0.49
sky130_fd_sc_hd__o2bb2a_1	0.16
sky130_fd_sc_hd__clkdlybuf4s50_1	0.47
-- layout make-up --
cell class,count,area [sq um],area share (%)
timing repair buffer,106,1040,23.7
multi-input combinational,444,3170,72.2
tap,102,128,2.90
inverter,14,52.6,1.20
-- cell usage in the layout, fill, tap and decap left out, types with 10 or more instances in the layout --
cell	count
sky130_fd_sc_hd__a21oi_1	40
sky130_fd_sc_hd__xor2_1	35
sky130_fd_sc_hd__maj3_1	29
sky130_fd_sc_hd__o21ai_0	21
sky130_fd_sc_hd__a21o_1	18
sky130_fd_sc_hd__nand2_1	36
sky130_fd_sc_hd__nand4_1	10
sky130_fd_sc_hd__inv_1	14
sky130_fd_sc_hd__nor3_1	18
sky130_fd_sc_hd__clkdlybuf4s50_1	100
sky130_fd_sc_hd__nor2_1	49
sky130_fd_sc_hd__a211oi_1	11
sky130_fd_sc_hd__ha_1	34
-- report_power, final --
| group | switching [mW] | total, mW | internal (mW) |
|---|---|---|---|
| logic | 0.127 | 0.236 | 0.109 |
| registers | 0 | 0 | 0 |
| clock network | 0 | 0 | 0 |
-- stage by stage --
stage | worst slack [ns] | utilization [%] | instances | total power [mW]
after CTS | 3.94 | 55.7 | 666 | 0.234
after global placement | 3.92 | 55.7 | 666 | 0.233
after global routing | 3.71 | 55.7 | 666 | 0.259
after floorplan | 4.94 | - | 485 | 0.144
after detailed placement | 3.99 | 55.7 | 666 | 0.232
final | 3.91 | 55.7 | 666 | 0.236
-- metal layers --
| metal | GRT usage [%] | up-vias | routed length, um |
|---|---|---|---|
| met3 | 2.81 | 5 | 916 |
| met2 | 41.0 | 162 | 4900 |
| met5 | 0 | - | 0 |
| met4 | 0 | 0 | 27 |
| met1 | 42.3 | 1842 | 5720 |
| li1 | - | 2028 | - |
-- final timing paths --
path / start / endpoint / slack [ns] / cells past startpoint
hold / removal: A[0] / alu_out[0] / 6.52 / 3
setup / recovery: B[0] / zero_flag / 3.91 / 13
-- cells by family (layout without fill, tap and decap cells) --
kind of cell | Yosys count | in the layout | share of synthesized area, %
AOI/OAI and AO/OA | 168 | 168 | 35.0
muxes | 5 | 5 | 1.53
buffers and inverters | 41 | 120 | 5.09
and+or+nand+nor | 169 | 169 | 26.4
adders and majority gates | 64 | 64 | 22.0
xor gates and xnor gates | 38 | 38 | 9.96
Power figures rest on the tool's default switching activity, not on a simulated workload.
