==> flow/design.v <==
module fetch_main(  
                    input reset,
                    input hold,
                    input clk,
                    input [32 : 0] instruction,
                    output reg [32 : 0] rg_instruction,
                    output reg [32 : 0] rg_pc
                );
    wire [32 : 0] wr_pc_next;
    assign wr_pc_next = rg_pc + 4;
    always @(posedge clk) begin
        if (reset == 1'b1) rg_pc <= 0;
        else if (hold  == 1'b1) rg_pc <= rg_pc;
        else rg_pc <= wr_pc_next;
    end
    always @(posedge clk) begin
        if (reset == 1'b1) rg_instruction <= 0;
        else if (hold  == 1'b1)  rg_instruction <= rg_instruction;
        else rg_instruction <= instruction;
    end
endmodule
==> flow/run.sh <==
#!/bin/bash
# OpenROAD 26Q1-2900-gdf79404cd8, Yosys 0.63+post, stock flow scripts
make -C /OpenROAD-flow-scripts/flow DESIGN_CONFIG=/design/flow/config.mk WORK_HOME=/design/flow/orfs finish
==> flow/config.mk <==
export PLATFORM = sky130hd
export DESIGN_NAME = fetch_main
export DESIGN_NICKNAME = fetch_main
export VERILOG_FILES = /design/flow/design.v
export SDC_FILE = /design/flow/constraint.sdc
export NUM_CORES = 4
export LEC_CHECK = 1
export CORE_UTILIZATION = 50
==> flow/constraint.sdc <==
current_design fetch_main

set clk_period 7.3
set clk_io_pct 0.2

create_clock -name clk0 -period $clk_period [get_ports {clk}]

set non_clock_inputs [all_inputs -no_clocks]
set_input_delay [expr $clk_period * $clk_io_pct] -clock clk0 $non_clock_inputs
set_output_delay [expr $clk_period * $clk_io_pct] -clock clk0 [all_outputs]
==> GITHUB_STEP_SUMMARY <==
## Implementation flow summary

| Metric | Value |
|---|---|
| Most common cell in the netlist | `dfxtp_1` |
| Crit path launch type | `primary input` |
| Hold-fix buffers, CTS | `0` |
| Yosys cell types | `31` |
| FF-to-FF path depth | `5` |
| Tool warnings | `26` |
| DRC | `0` |
| P per Cell Area | `around 180 nW/um^2` |
| Die area | `about 5600 um^2` |
| Reg clk slew, reported paths | `0.06 ns` |
| Most frequent cells after synthesis | `dfxtp_1, nor2_1, mux2i_1` |
| Rows | `26` |
| CTS tree | `built` |
| Max Cap Viol | `0` |
| Maximum vdd ir drop | `0.1028 mV` |
| Core Footprint | `around 5000 um^2` |
| Crit path time final | `about 3.2 ns` |
| CP Data Arrival Time | `3.39 ns` |
| Cell area leaders | `dfxtp_1, mux2i_1, nor2_1, o31ai_1, or4_1` |
| CTS Root Cell | `clkbuf_8` |
| Final ANT Viol Nets | `0` |
| Post-CTS Setup Bufs | `0` |
| Syn. warnings | `1` |
| Post-synth EDFFs | `0` |
| Top-Level Pins | `between 100 and 150` |
| Worst Setup SP | `hold` |
| DRT Pass-1 Iters | `4` |
| CP Class | `primary input to flip-flop` |
| Layout cells sized above 1 | `0.04762` |
| CTS Buf Count | `9` |
| Total power | `roughly 690 uW` |
| PortBufs | `99` |
| Die Wd | `75.01 um` |
| Hold Path Stages | `2` |
| Remaining global-route overflow | `0` |
| Syn Inst Count | `279` |
| Skew final | `0.004832 ns` |
| H-tree levels | `3` |
| Hpwl dp | `roughly 3800 um` |
| Synth Cell Area | `2665 um^2` |
| Layout area overhead | `43.29%` |
| Max Clk Rate | `314.3 MHz` |
| Leading area contributor after synthesis | `dfxtp_1` |
| RD Place Congestion | `0.7871` |
| Worst EP required | `7.51 ns` |
| Status | `complete, no violations` |
| Vias in the first global route | `between 2000 and 2500` |
| Initial Util | `0.5218` |
| Critical R2R Launch | `rg_pc[3]` |
| RSZ-0062 raised after global routing | `false` |
| Largest net degree at the start of global routing | `66` |
| Worst Tran Pin Value | `~0.63 ns` |
| Via count | `~2300` |
| Share of the synthesized area in the top cell type | `0.4808` |
| Routed wire length | `between 5000 and 6000 um` |
| Seq share, synth | `0.4808` |
| Sum of negative setup slack | `0 ns` |
| P_leak | `between 0.001 and 0.0015 uW` |
| Flop2flop setup slack | `between 5 and 6 ns` |
| YS chip area | `about 2700 um^2` |
| DR vias/cell | `5.237` |
| Ys async rst share | `0` |
| Max Fanout on Critical Path | `39` |
| PostCTS Resize Cnt | `0` |
| Wire per inst | `13.16 um` |
| Fin crit share | `0.4358` |
| Endpoints failing hold | `0` |
| Fin cells | `448` |
| Critical path endpoint category | `flip-flop` |
| Avg Inst Size Synth | `9.552 um^2` |
| Main flop type | `dfxtp_1` |
| Max-slew violation count | `0` |
| Post-Place Cells | `434` |
| Gr usage total | `0.2235` |
| Iter 0 DRT Violations | `between 90 and 100` |
| Final setup fails | `0` |
| Max clock buf depth | `2` |
| Clk ins delay skew pair | `approximately 0.32 ns` |
| First-pass GRT wire length | `around 9700 um` |
| End of the critical path | `rg_pc[32]` |
| Initial antenna violation count | `0` |
| Hold Crit Class | `flip-flop to flip-flop` |
| Slew HR | `0.5767` |
| # clock sinks | `64` |
| Ant. Diodes | `0` |
| R2r endpoint | `rg_pc[24]` |
| Flops after synth | `about 64` |
| Yosys stat cell total | `279` |
| Die Y | `75.01 um` |
[worst min path at each step]
stage | to | slack [ns] | startpoint
final | rg_instruction[22] | 0.50 | rg_instruction[22]
after global routing | rg_pc[17] | 0.52 | rg_pc[17]
after CTS | rg_instruction[6] | 0.50 | rg_instruction[6]
[stage by stage]
stage	hold slack (ns)	utilization	worst slack, ns	cell area [um^2]
after floorplan	0.4400	-	4.536	2669
after global placement	0.4730	0.7175	3.789	3665
after detailed placement	0.4850	0.7175	3.780	3665
after CTS	0.5016	0.7477	4.112	3819
after global routing	0.5215	0.7477	3.997	3819
final	0.4976	0.7477	4.119	3819
[metal layers]
metal / share of wire / GRT usage
met5: 0 / 0
met4: 0.012 / 0.04403
met3: 0.084 / 0.07327
met2: 0.43 / 0.3173
met1: 0.47 / 0.3466
[worst max-delay path, cell delays in order]
cell and delay, ns:
buf_2 0.10, buf_4 0.30, and4b_1 0.59, nand4_2 0.27
nor4_1 0.31, mux2_2 0.36
[kinds of logic after synthesis]
logic type | synth area share
XOR/XNOR | 0.03944
flip-flops | 0.4808
AND-OR/OR-AND | 0.07605
other | 0.001407
multiplexers | 0.1319
buffers and inverters | 0.03709
adder cells (fa/ha/maj) | 0.004694
AND/OR/NAND/NOR | 0.2286
[final cells by class]
class | count | area [um^2]
multi-input combinational | 196 | 1289
tap | 70 | 87.58
clock buffer | 13 | 148.9
timing repair buffer | 101 | 996.0
fill | 384 | 1289
sequential | 64 | 1281
inverter | 3 | 11.26
clock inverter | 1 | 5.005
[sequential cells by signal, summed over array words and instances (netlist names)]
signal / flops
rg_pc: 31
rg_instruction: 33
[layout by cell type, fill, tap and decap left out, types with 4 or more instances in the layout]
master,Yosys,final
nor2_1,47,47
xor2_1,9,9
o31ai_1,13,13
dfxtp_1,64,64
nand4_1,11,11
clkdlybuf4s50_1,0,97
clkbuf_8,0,10
and4_1,6,6
or3_1,4,4
nand3_1,11,11
o21ai_0,4,4
a21oi_1,17,17
mux2i_1,34,34
nand2_1,7,7
or4_1,13,13
[power by group]
| group | switching (uW) | internal (uW) | total, uW |
|---|---|---|---|
| logic | 21.4 | 46.8 | 68.3 |
| clock network | 119 | 129 | 248 |
| registers | 7.80 | 361 | 369 |
| total | 148 | 537 | 685 |
Power figures rest on the tool's default switching activity, not on a simulated workload.
