==> design.v <==
module mod_alu_b_mux (
                        input [31 : 0] rs2_data,
                        input [31 : 0] immediate,
                        input alu_src,
                        output wire [31 : 0] alu_b
                    );
    assign alu_b = (alu_src) ? immediate : rs2_data;
endmodule
==> run.sh <==
#!/bin/bash
# OpenROAD 26Q1-2900-gdf79404cd8, Yosys 0.63+post, stock flow scripts
make -C /OpenROAD-flow-scripts/flow DESIGN_CONFIG=/design/flow/config.mk WORK_HOME=/design/flow/orfs finish
==> config.mk <==
export PLATFORM = sky130hd
export DESIGN_NAME = mod_alu_b_mux
export DESIGN_NICKNAME = mod_alu_b_mux
export VERILOG_FILES = /design/flow/design.v
export SDC_FILE = /design/flow/constraint.sdc
export NUM_CORES = 4
export LEC_CHECK = 1
export CORE_AREA = 10 10 71 71
export DIE_AREA = 0 0 81 81
==> constraint.sdc <==
current_design mod_alu_b_mux

set clk_period 1.0
set clk_io_pct 0.2

create_clock -name clk0 -period $clk_period

set non_clock_inputs [all_inputs -no_clocks]
set_input_delay [expr $clk_period * $clk_io_pct] -clock clk0 $non_clock_inputs
set_output_delay [expr $clk_period * $clk_io_pct] -clock clk0 [all_outputs]
==> results.txt <==
impl run done, here's what came out: outcome finished, violations left, failing checks setup timing, Remaining Overflow, GRT 0, Critical Path Source Type primary input, Setup TNS Final -3.73 ns, cycle use final 1.18, Synth Cell Area 544 um2, row count 22, Die ar. 0.00656 mm2, register area share after synthesis 0, die height 81 um, GR Util All Layers 0.0765, crit path max fanout 5, Top cells by area mux2_4, buf_12, mux2_2, final hold viol count 0, num ports 97, min Tclk post-route 1.18 ns, pins over their slew limit 0, initial antenna violation count 0, Seq pwr share 0, yosys cell count 36, YS chip area 544 um2, Syn Area/Cell 15.1 um2, Critical Path RT 0.80 ns, Cells after Synth 36, Init Core Util 0.150, Combinational Power Share 1.000, worst hold path class primary input to primary output, drt drc 0, Buf+Inv Stages, Crit Path 3, P_sw 128 uW, Antenna Violating Nets Remaining 0, slowest cell on the critical path mux2_4, gp weighted congestion 0.847, mean number of vias per cell 3.79, drt wl/cell 15.3 um, crit-path cells buf_12 -> bufbuf_16 -> mux2_4 -> buf_2, critical path arrival 0.98 ns, setup ws final -0.179 ns, Crit. End Element primary output, DR vias 693, first-pass GRT wire length 3980 um, Slew @ Worst Pin 0.0875 ns, Sw Ratio 0.206, Cell Type Count 4, Tool Warnings 34, total internal power 495 uW, IR drop worst, VDD 134 uV, Core Box Area 0.00363 mm2, unrepaired setup endpoints after global routing true, CP max stage delay 0.28 ns, Largest type area fraction 0.828, Fillers 360, critical path start-end classification primary input to primary output, first-pass iteration count of the detailed router 2, DR iter-0 viols 2, Synth Warn # 0, final wirelength 2800 um, register area 0 um2, Die Wd 81 um, Synth-to-Final Area Change 190%, P per Cell Area 396 mW/mm2, vias in the first global route 742, Peak Freq 848 MHz, Min Hold Slack 0.692 ns, fraction of layout cells with a size suffix above 1 0.526, MaxCap Viol Count 0, largest net degree at the start of global routing 11, post-cts hold-fix buffer tally 0, CLK BUF 0, area leader, netlist mux2_4, final setup fails 32, seq_cells 0, CP delay by family, top buffers and inverters, clock network fraction of design power 0, Leak 0.850 nW, slew margin rel. 0.942, buffers added on ports 97, diode count 0
==> through the flow <==
stage	area, um2	cells	util	setup slack [ns]	total power, mW
final	1580	183	0.434	-0.179	0.624
after CTS	1500	183	0.413	-0.189	0.600
after global routing	1580	183	0.434	-0.202	0.670
after detailed placement	1540	179	0.424	-0.498	0.659
after global placement	1540	179	0.424	-0.502	0.656
after floorplan	544	36	-	0.0669	0.206
==> synth_stat cells, drive strengths merged <==
cell / instances
buf: 4
mux2: 32
==> kinds of logic (layout without fill, tap and decap cells) <==
group    count (synthesis)  after routing  synth area share
buf+inv                  4            103             0.131
mux                     32             32             0.869
==> cells in the final DEF, fill, tap and decap left out <==
cell type | netlist | layout
clkdlybuf4s50_1 | 0 | 21
mux2_4 | 30 | 31
buf_6 | 1 | 17
buf_2 | 0 | 15
buf_12 | 3 | 4
buf_16 | 0 | 2
mux2_2 | 2 | 1
dlygate4sd2_1 | 0 | 38
dlymetal6s2s_1 | 0 | 5
bufbuf_16 | 0 | 1
==> final cells by class <==
cell class	count	area, um2	share of cell area
well taps	48	60.1	0.0381
repair buffers	103	1040	0.660
multi-input cells	32	477	0.302
==> routing by layer <==
metal | GRT usage | wire (um)
met1 | 0.0903 | 1090
met2 | 0.134 | 1360
met3 | 0.0334 | 352
met4 | 0 | 0
met5 | 0 | 0
==> timing repair <==
action / in CTS / in global routing
cloned: 3 / 0
buffers inserted: 1 / 0
resized: 148 / 15
endpoints found under the setup margin: 32 / 32
pin swaps: 0 / 0
==> power by group through the flow <==
stage / registers (mW) / logic (mW) / clock network (mW)
after CTS: 0 / 0.600 / 0
after global routing: 0 / 0.670 / 0
final: 0 / 0.624 / 0
==> worst min-delay path, stage by stage <==
cell	delay, ns
dlymetal6s2s_1	0.08
mux2_2	0.13
buf_2	0.08
==> path summary, 6_finish.rpt <==
path,start,cells past startpoint,slack (ns),end
worst max-delay path,alu_src,4,-0.18,alu_b[24]
worst min-delay path,immediate[31],3,0.69,alu_b[31]
No activity file was given, so power comes from the tool's default toggle rates.
